==> flow/design.v <==
module up_down_counter (
    input wire clk,
    input wire reset,
    input wire load,
    input wire up_down,
    input wire [3:0] data_in,
    output reg [3:0] count_out
);
always @(posedge clk or posedge reset) begin
    if (reset) begin
        count_out <= 4'b0000;
    end 
    else if (load) begin
        count_out <= data_in;
    end 
    else if (up_down) begin
        count_out <= count_out + 1;
    end 
    else begin
        count_out <= count_out - 1;
    end
end
endmodule
==> flow/run.sh <==
#!/bin/bash
# OpenROAD 26Q1-2900-gdf79404cd8, Yosys 0.63+post, stock flow scripts
make -C /OpenROAD-flow-scripts/flow DESIGN_CONFIG=/design/flow/config.mk WORK_HOME=/design/flow/orfs finish
==> flow/config.mk <==
export PLATFORM = sky130hd
export DESIGN_NAME = up_down_counter
export DESIGN_NICKNAME = up_down_counter
export VERILOG_FILES = /design/flow/design.v
export SDC_FILE = /design/flow/constraint.sdc
export NUM_CORES = 4
export LEC_CHECK = 1
export CORE_AREA = 10 10 70 70
export DIE_AREA = 0 0 80 80
==> flow/constraint.sdc <==
current_design up_down_counter

set clk_period 1.9
set clk_io_pct 0.2

create_clock -name clk0 -period $clk_period [get_ports {clk}]

set non_clock_inputs [all_inputs -no_clocks]
set_input_delay [expr $clk_period * $clk_io_pct] -clock clk0 $non_clock_inputs
set_output_delay [expr $clk_period * $clk_io_pct] -clock clk0 [all_outputs]
==> reports/metrics.cfg <==
[final_timing]
slew_headroom = 0.815
clock.fmax_mhz = 588
finClkSkew_ns = 0.00155
fin_crit_ns = 1.70
worstMarginPinSlew_ns = 0.276
fin_ws_ns = 0.200
finalHoldViolations = 0
finalSetupViolCount = 0
holdWs_ns = 0.335
fin_crit_sh = 0.895
grt_setup_unrepaired = false
slew_viol_final = 0

[grt]
grt_max_degree = 9
grt_pass1_wl_um = 1080
grt_overflow = 0
grt_pass1_vias = 254
track_usage = 0.0207
grt_antenna_before_repair = 0

[detailed_routing]
wl_met3_um = 69
drtAntennaViolNets = 0
drtIter0Drc = 9
routed.top_layer = met4
diodes = 0
post-route-drc-count = 0
vias_per_cell = 2.56
wl_met1_um = 240
wl_met2_um = 293
wl_um = 653
wl_per_cell_um = 7.77
via_count = 215
first_pass_iters = 2

[cts]
cts_max_path_buffers = 2
cts_max_level = 1
hold_buffers = 0
clock_latency_ns = 0.24
post_cts_buffers = 0
clock-sinks = 4
postCtsResizedCells = 0
numCtsBuffers = 3
root_buffer = clkbuf_4
clkTransAtPathRegs_ns = 0.04
cts_tree = done

[place]
placed_area_um2 = 420
place_inst = 81
pre_cts_ws_ns = -0.0468
place.gp.congestion = 0.716
port_buffers = 11

[worst_setup_path]
arrival_ns = 1.84
critical_path_required_ns = 2.04
endpoint_kind = register
crit_fanout = 3
critical_path_class = in2reg
worst_setup_path_start_kind = input pin

[pwr]
p_leak_uw = 0.000173
p_sw_uw = 91.8
pwr-share-seq = 0.335
swShare = 0.263
p_clk_frac = 0.306
pwr-share-comb = 0.358
internal_power_uw = 258
power_density_mw_per_mm2 = 790
peakVddDrop_mv = 0.123

[job]
warnings = 25
maxCapViolations = 0

[floorplan]
core_mm2 = 0.00342
num_io_pins = 12
dieArea_mm2 = 0.00640
die_width_um = 80
fp_util = 0.0696
num_rows = 21
die_y_um = 80

[logic_synthesis]
yosysWarnings = 1
netlist_area_um2 = 238
synth_flops = 4
synthCells = 22
synth_top_area_share = 0.421
yosysCellCount = 22
ys_seq_frac = 0.421
synth.distinct_cells = 14
largest_area_cell = dfrtp_1
avgSynthCellArea_um2 = 10.8
yosys-stat-area_um2 = 238
area_leaders = dfrtp_1 42%, ha_1 11%, fa_1 8.4%, nor2b_1 5.3%, mux2_2 4.7%

[final_layout]
largest_registers = count_out x4
lay_top_cells = 11 x clkdlybuf4s50_1, 4 x dfrtp_1, 3 x clkbuf_4
drive_gt1_frac = 0.158
area.growth.synth_to_final_pct = 86.3
layout.cells.non_filler = 84
regMostFlops = count_out
final_area_um2 = 443
largest_reg_flops = 4
fin_util = 0.130
lay_top_count = clkdlybuf4s50_1

[run_status]
outcome = completed

[hold_path]
hp-class = in2async

routing by layer:
| layer | up-vias | track usage |
|---|---|---|
| met3 | 5 | 0.00909 |
| met2 | 12 | 0.0337 |
| met4 | 0 | 0.0141 |
| li1 | 108 | - |
| met1 | 90 | 0.0207 |
| met5 | - | 0 |
logic make-up (layout without fill, tap and decap cells):
logic type               count (synthesis)  in the layout  synth area share
AND-OR/OR-AND                            5              5             0.132
XOR/XNOR                                 2              2            0.0737
adder cells (fa/ha/maj)                  3              3             0.189
buffers and inverters                    2             18            0.0316
flip-flops                               4              4             0.421
multiplexers                             1              1            0.0474
AND/OR/NAND/NOR                          5              5             0.105
synth_stat cells:
master,instances
dfrtp_1,4
ha_1,2
inv_1,2
nand2_1,2
nor2b_1,2
o21ai_0,2
a211oi_1,1
a21oi_1,1
a311oi_1,1
fa_1,1
mux2_2,1
nand3_1,1
xnor2_1,1
xor2_1,1
stage by stage:
step	TNS [ns]	total power, µW
after floorplan	0	170
after global placement	-0.0388	243
after detailed placement	-0.0468	245
after CTS	0	356
after global routing	0	386
final	0	350
final cells by class:
| cell class | count | area (µm²) |
|---|---|---|
| Fill cell | 391 | 2970 |
| Tap cell | 46 | 57.6 |
| Multi-Input combinational cell | 16 | 130 |
| Timing Repair Buffer | 13 | 125 |
| Inverter | 2 | 7.51 |
| Sequential cell | 4 | 100 |
| Clock buffer | 3 | 22.5 |
final timing paths:
check,slack (ns),start,end,depth (start not counted)
hold / removal,0.34,reset,count_out[3],2
hold reg to reg,0.55,count_out[0],count_out[0],1
setup reg to reg,0.56,count_out[2],count_out[3],4
min in group clk0,0.55,count_out[0],count_out[0],1
max in group asynchronous,1.41,reset,count_out[2],2
setup / recovery,0.20,up_down,count_out[3],6
power by group through the flow:
stage / Combinational (µW) / Sequential (µW) / Clock, µW
global route: 145 / 119 / 122
CTS: 128 / 118 / 111
finish: 125 / 117 / 107
critical path, cell delays in order:
cell and delay [ns]:
clkdlybuf4s50_1 0.48, inv_1 0.08, ha_1 0.33, a21oi_1 0.20
a211oi_1 0.10, a311oi_1 0.26
Power is estimated from default activity; no workload was simulated.
