===== design/flow/config.mk =====
export PLATFORM = sky130hd
export DESIGN_NAME = up_down_bcd_counter
export DESIGN_NICKNAME = up_down_bcd_counter
export VERILOG_FILES = /design/flow/design.v
export SDC_FILE = /design/flow/constraint.sdc
export NUM_CORES = 4
export LEC_CHECK = 1
export CORE_AREA = 10 10 70 70
export DIE_AREA = 0 0 80 80

===== design/flow/constraint.sdc =====
current_design up_down_bcd_counter

set clk_period 2.3
set clk_io_pct 0.2

create_clock -name clk0 -period $clk_period [get_ports {clk}]

set non_clock_inputs [all_inputs -no_clocks]
set_input_delay [expr $clk_period * $clk_io_pct] -clock clk0 $non_clock_inputs
set_output_delay [expr $clk_period * $clk_io_pct] -clock clk0 [all_outputs]

===== design/flow/design.v =====
module up_down_bcd_counter (
    input wire clk,
    input wire reset,
    input wire load,
    input wire up_down,
    input wire [3:0] data_in,
    output reg [3:0] count_out
);
reg [3:0] next_count;
always @(posedge clk or posedge reset) begin
    if (reset) begin
        count_out <= 4'b0000;
    end 
    else if (load) begin
        count_out <= data_in;
    end 
    else begin
        count_out <= next_count;
    end
end
always @* begin
    if (up_down) begin  
        if (count_out == 4'b1001)
            next_count = 4'b0000;
        else
            next_count = count_out + 1;
    end 
    else begin  
        if (count_out == 4'b0000)
            next_count = 4'b1001;
        else
            next_count = count_out - 1;
    end
end
endmodule

===== design/flow/run.sh =====
#!/bin/bash
# OpenROAD 26Q1-2900-gdf79404cd8, Yosys 0.63+post, stock flow scripts
make -C /OpenROAD-flow-scripts/flow DESIGN_CONFIG=/design/flow/config.mk WORK_HOME=/design/flow/orfs finish

==> Slide: Implementation Results <==
Implementation Results

Run status
  – Outcome: finished clean

GRT
  – Largest net degree at the start of global routing: 10
  – Grt peak-use layer: met2
  – First-pass GRT wire length: 1.276 mm
  – Vias in the first global route: roughly 290
  – Overflow after GRT: 0
  – Initial antenna violation count: 0
  – M1 GR Usage: ~3.1%
  – Global Route met2 Usage: under 10%
  – Total Routing Usage GR: ~2.3%
  – Global Route met3 Usage: less than 1%

Worst setup path
  – CP top delay family: buffers and inverters
  – CP arrival: 1.25 ns
  – CP Cell Sequence: clkdlybuf4s50_1
  – Crit path capture type: output pin
  – CP max stage delay: around 0.53 ns
  – Worst Path Required: about 1.8 ns
  – Worst path bufs/invs: 1
  – Crit path kind: flop to output pin
  – CP max stage cell: clkdlybuf4s50_1
  – Critical path launch point type: flop
  – Critical Path Fanout Max: 9

Cells and area
  – Regs by FF count: count_out x4
  – Area Overhead vs Synth: 61.11%
  – Largest Register: count_out
  – Most instantiated logic cells after routing: clkdlybuf4s50_1, dfrtp_1, inv_1, o21ai_0, clkbuf_4
  – Dominant logic cell type in the layout: clkdlybuf4s50_1
  – Share of cells above drive strength 1: between 15 and 20%
  – Final instance count without filler cells: between 90 and 100
  – Largest register FFs: 4
  – Cell area after layout: about 470 um^2

Synthesis
  – YS chip area: around 300 um^2
  – Syn Inst Count: 32
  – Syn avg cell area: between 9 and 10 um^2
  – Ys Warns: 1
  – Distinct cells, synth: 22
  – Yosys Instances: 32
  – Netlist Area Pre-Place: approximately 300 um^2
  – Flops out of synthesis: 4
  – Sequential share of the synthesized area: 34.19%

Floorplan
  – I/O Pins: 12
  – Die H: 80 um
  – Core box area: 3416 um^2
  – # rows: 21
  – Initial Utilization: between 8 and 9%
  – Die X-Extent: 80 um
  – Die area: 6400 um^2

Placement
  – Port bufs: 11
  – Placed insts: approximately 90
  – RePlAce Congestion: around 0.74
  – Hpwl dp: about 620 um
  – Placed instance area: 449.2 um^2

Min path
  – Worst min-delay path category: input port to async pin

Clocking
  – CTS buffer count: 3
  – Cts-stage hold buffer count: 0
  – Clk slew on worst S/H paths: around 0.040 ns
  – Max clock buf depth: 2
  – Cts repair resizes: 0
  – Sinks on Clock Net: 4
  – CTS Root Buffer Type: clkbuf_4
  – H-tree levels: 1
  – CTS tree: done
  – Worst skew pair latency: 0.23 ns
  – Postcts setup bufs: 0

STA
  – Final Hold Viols: 0
  – Final Critical Period: 1.715 ns
  – Final Skew: around 0.0011 ns
  – Period Utilization, post-route: about three quarters
  – RSZ-0062 raised after global routing: no
  – Slew @ Worst Pin: 0.2884 ns
  – Setup TNS Final: 0 ns
  – Final Max Slew Viols: 0
  – Setup violators final: 0
  – Fmax achieved: 583.1 MHz
  – Worst Hold Slack: ~0.41 ns
  – Relative slew slack: between 80% and 90%

Pwr
  – Peak VDD IR: about 0.12 mV
  – Lkg Pwr: 0.0001761 uW
  – Pwr dens: 544.2 nW/um^2
  – Overall Power: 256.7 uW

Flow run
  – Max-cap check violation count: 0
  – Log Warnings: 25

Detailed routing
  – Vias per cell: about 3.2
  – Drc violations: 0
  – Wire length per cell: about 8.5 um
  – Via count: about 290
  – DRT Pass-1 Iters: 4
  – Routed Antenna Nets: 0
  – # diodes: 0
  – Final wirelength: about 770 um
  – Initial drt markers: 15
[through the flow]
step           setup slack, ns  utilization, %
2_1_floorplan            1.037               -
3_5_place_dp            0.4765           13.15
3_3_place_gp            0.4637           13.15
5_1_grt                 0.5213           13.81
6_report                0.5850           13.81
4_1_cts                 0.5645           13.81
[synth_stat cells]
library cell / number / area [um^2]
a21boi_0: 1 / 7.510
a2bb2oi_1: 1 / 8.760
a31oi_1: 2 / 12.51
a41oi_1: 1 / 8.760
and2b_1: 1 / 7.510
and2b_2: 1 / 8.760
and4b_1: 1 / 10.01
buf_6: 1 / 11.26
dfrtp_1: 4 / 100.1
inv_1: 3 / 11.26
nand2_1: 1 / 3.750
nand3_1: 1 / 5.000
nor2_1: 2 / 7.510
o211ai_1: 1 / 7.510
o21ai_0: 3 / 15.01
o22a_1: 1 / 8.760
o22a_2: 1 / 10.01
or2_2: 2 / 12.51
or2b_1: 1 / 7.510
or3_4: 1 / 11.26
xnor2_1: 1 / 8.760
xor2_1: 1 / 8.760
[where the power goes]
part | switching, uW | internal, uW
Sequential | 16.8 | 80.0
Combinational | 23.6 | 50.6
Clock | 27.3 | 58.3
[cell type report]
cell class	count	area, um^2
Timing Repair Buffer	11	110.1
Tap cell	46	57.56
Inverter	3	11.26
Sequential cell	4	100.1
Clock buffer	3	22.52
Fill cell	388	2944
Multi-Input combinational cell	24	170.2
[path summary, 6_finish.rpt]
kind | startpoint | to | slack [ns] | cells past startpoint
setup reg to reg | count_out[0]$_DFF_PP0_ | count_out[3]$_DFF_PP0_ | 0.95 | 3
hold reg to reg | count_out[3]$_DFF_PP0_ | count_out[3]$_DFF_PP0_ | 0.68 | 2
setup / recovery | count_out[0]$_DFF_PP0_ | count_out[0] | 0.59 | 1
max in group asynchronous | reset | count_out[3]$_DFF_PP0_ | 1.75 | 2
min in group clk0 | count_out[3]$_DFF_PP0_ | count_out[3]$_DFF_PP0_ | 0.68 | 2
hold / removal | reset | count_out[0]$_DFF_PP0_ | 0.41 | 2
[layer usage]
metal  up-vias  wire, um
li1        146         -
met1       128       326
met2        11       331
met3         2        82
met4         0        31
met5         -         0
[kinds of logic (layout without fill, tap and decap cells)]
logic type / count (synthesis) / in the layout / share of synthesized area [%]
AOI/OAI and AO/OA: 11 / 11 / 26.92
and+or+nand+nor: 11 / 11 / 25.21
DFF: 4 / 4 / 34.19
buffers and inverters: 4 / 17 / 7.692
xor gates and xnor gates: 2 / 2 / 5.984
Power figures rest on the tool's default switching activity, not on a simulated workload.
